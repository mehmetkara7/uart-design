==> design.v <==
module baudrate_gen #(
    parameter integer osc_freq = 100_000_000,
    parameter integer no_of_sample = 16,
    parameter integer baud_rate = 115_200
)(
    input wire clk,
    input wire rx_active,
    input wire tx_active,
    output reg baud_en_rx = 0,
    output reg baud_en_tx = 0
);
    localparam integer CLKS_PER_BAUD = osc_freq / (baud_rate * no_of_sample);
    integer rx_count = 0;
    integer tx_count = 0;
    always @(posedge clk) begin
        if (rx_active) begin
            if (rx_count == (CLKS_PER_BAUD/2) - 1) begin
                rx_count <= 0;
                baud_en_rx <= 1;
            end else begin
                rx_count <= rx_count + 1;
                baud_en_rx <= 0;
            end
        end else begin
            rx_count <= 0;
            baud_en_rx <= 0;
        end
        if (tx_active) begin
            if (tx_count == (8*CLKS_PER_BAUD) - 1) begin
                tx_count <= 0;
                baud_en_tx <= 1;
            end else begin
                tx_count <= tx_count + 1;
                baud_en_tx <= 0;
            end
        end else begin
            tx_count <= 0;
            baud_en_tx <= 0;
        end
    end
endmodule
module u_rx #(
    parameter integer width = 8,
    parameter integer no_of_sample = 16
)(
    input wire clk,
    input wire data_in,
    input wire baud_en_rx,
    output reg rx_active = 0,
    output reg [width-1:0] data_out = 0,
    output reg rx_data_ready = 0
);
    localparam IDLE  = 2'd0;
    localparam START = 2'd1;
    localparam DATA  = 2'd2;
    localparam STOP  = 2'd3;
    reg [1:0] state = IDLE;
    reg [3:0] sample_count = 0;
    reg [2:0] bit_index = 0;
    reg [width-1:0] rx_shift_reg = 0;
    always @(posedge clk) begin
        if (baud_en_rx) begin
            case (state)
                IDLE: begin
                    rx_data_ready <= 0;
                    sample_count <= 0;
                    bit_index <= 0;
                    rx_active <= 0;
                    if (data_in == 1'b0) begin
                        rx_active <= 1;
                        state <= START;
                    end
                end
                START: begin
                    sample_count <= sample_count + 1;
                    if (sample_count == (no_of_sample >> 1)) begin
                        if (data_in == 0)
                            state <= DATA;
                        else
                            state <= IDLE;
                        sample_count <= 0;
                    end
                end
                DATA: begin
                    sample_count <= sample_count + 1;
                    if (sample_count == no_of_sample - 1) begin
                        sample_count <= 0;
                        rx_shift_reg[bit_index] <= data_in;
                        if (bit_index == width - 1)
                            state <= STOP;
                        else
                            bit_index <= bit_index + 1;
                    end
                end
                STOP: begin
                    sample_count <= sample_count + 1;
                    if (sample_count == no_of_sample - 1) begin
                        data_out <= rx_shift_reg;  
                        rx_data_ready <= 1;  
                        rx_active <= 0;  
                        sample_count <= 0;
                        state <= IDLE;
                    end
                end
            endcase
        end
    end
endmodule
module u_tx #(
    parameter integer width = 8,
    parameter integer no_of_sample = 16
)(
    input wire clk,
    input wire tx_send,
    input wire [width-1:0] data_in,
    input wire baud_en_tx,
    output reg tx_data_out = 1,
    output reg tx_active = 0
);
parameter IDLE    = 2'b00,
          START   = 2'b01,
          DATA    = 2'b10,
          STOP    = 2'b11;
reg [1:0] state;
initial begin
    state = IDLE;
end
    reg [2:0] bit_index = 0;
    always @(posedge clk) begin
        case (state)
            IDLE: begin
                tx_data_out <= 1;   
                tx_active <= 0;
                bit_index <= 0;
                if (tx_send) begin
                    state <= START;
                    tx_active <= 1;
                end
            end
            START: begin
                tx_data_out <= 0;  
                if (baud_en_tx)
                    state <= DATA;
            end
            DATA: begin
                tx_data_out <= data_in[bit_index];
                if (baud_en_tx) begin
                    if (bit_index == width - 1) 
                        state <= STOP;
                    else
                        bit_index <= bit_index + 1;
            end
            end
            STOP: begin
                tx_data_out <= 1;  
                if (baud_en_tx)
                    state <= IDLE;
            end
        endcase
    end
endmodule
module uart_top #(
    parameter integer osc_freq = 100_000_000,
    parameter integer width = 8,
    parameter integer no_of_sample = 16,
    parameter integer baud_rate = 115_200
)(
    input wire clk,
    input wire rst,
    input wire rx_din,
    input wire [width-1:0] tx_data,
    input wire tx_send,
    output wire tx_dout,
    output wire tx_active,
    output wire rx_data_ready,
    output wire [width-1:0] rx_data
);
    wire baud_en_rx;
    wire baud_en_tx;
    wire rx_active;
    baudrate_gen #(
        .osc_freq(osc_freq),
        .no_of_sample(no_of_sample),
        .baud_rate(baud_rate)
    ) u_baud_gen (
        .clk(clk),
        .rx_active(rx_active),
        .tx_active(tx_active),
        .baud_en_rx(baud_en_rx),
        .baud_en_tx(baud_en_tx)
    );
    u_tx #(
        .width(width),
        .no_of_sample(no_of_sample)
    ) u_tx_inst (
        .clk(clk),
        .tx_send(tx_send),
        .data_in(tx_data),
        .baud_en_tx(baud_en_tx),
        .tx_data_out(tx_dout),
        .tx_active(tx_active)
    );
    u_rx #(
        .width(width),
        .no_of_sample(no_of_sample)
    ) u_rx_inst (
        .clk(clk),
        .data_in(rx_din),
        .baud_en_rx(baud_en_rx),
        .rx_active(rx_active),
        .data_out(rx_data),
        .rx_data_ready(rx_data_ready)
    );
endmodule
==> run.sh <==
#!/bin/bash
# OpenROAD 26Q1-2900-gdf79404cd8, Yosys 0.63+post, stock flow scripts
make -C /OpenROAD-flow-scripts/flow DESIGN_CONFIG=/design/flow/config.mk WORK_HOME=/design/flow/orfs finish
==> config.mk <==
export PLATFORM = sky130hd
export DESIGN_NAME = uart_top
export DESIGN_NICKNAME = uart_top
export VERILOG_FILES = /design/flow/design.v
export SDC_FILE = /design/flow/constraint.sdc
export NUM_CORES = 4
export LEC_CHECK = 1
export CORE_UTILIZATION = 30
==> constraint.sdc <==
current_design uart_top

set clk_period 6.8
set clk_io_pct 0.2

create_clock -name clk0 -period $clk_period [get_ports {clk}]

set non_clock_inputs [all_inputs -no_clocks]
set_input_delay [expr $clk_period * $clk_io_pct] -clock clk0 $non_clock_inputs
set_output_delay [expr $clk_period * $clk_io_pct] -clock clk0 [all_outputs]
==> node_exporter_impl.prom <==
# HELP chip_impl_metric Implementation results
# TYPE chip_impl_metric gauge
chip_impl_metric{name="clock_insertion_delay_worst_skew",unit="ns"} 0.34
chip_impl_info{name="setup.worst_path.class",value="register to primary output"} 1
chip_impl_metric{name="design.core.area",unit="mm²"} 0.0158
chip_impl_metric{name="ratio_of_cells_with_drive_above_1_in_the_final_layout",unit=""} 0.0660
chip_impl_info{name="hold_path.startpoint",value="u_rx_inst.rx_shift_reg[5]"} 1
chip_impl_metric{name="drtIter0Drc",unit=""} 252
chip_impl_metric{name="fin_skew",unit="ns"} 0.00693
chip_impl_info{name="critical_path.reg2reg.endpoint",value="u_baud_gen.tx_count[24]"} 1
chip_impl_metric{name="clock-sinks",unit=""} 100
chip_impl_metric{name="drt-total-wl",unit="mm"} 9.12
chip_impl_metric{name="placement_rows",unit=""} 46
chip_impl_metric{name="layout.core_utilization",unit=""} 0.352
chip_impl_metric{name="vias",unit=""} 3811
chip_impl_info{name="clock_tree_from_tritoncts",value="yes"} 1
chip_impl_info{name="critical_path.endpoint_type",value="primary output"} 1
chip_impl_metric{name="setup_fix_buffers_added_after_clock_tree_synthesis",unit=""} 0
chip_impl_metric{name="global_route_wire_length_before_repair",unit="mm"} 16.4
chip_impl_metric{name="synthArstFlopShare",unit=""} 0
chip_impl_metric{name="postCtsResizedCells",unit=""} 0
chip_impl_metric{name="min_delay_path_depth",unit=""} 0
chip_impl_info{name="flop_cell",value="sky130_fd_sc_hd__dfxtp_1"} 1
chip_impl_metric{name="route.detailed.wl_per_inst",unit="µm"} 12.2
chip_impl_metric{name="synth_area_per_cell",unit="µm²"} 9.42
chip_impl_metric{name="place_inst",unit=""} 730
chip_impl_metric{name="edf_count",unit=""} 33
chip_impl_metric{name="cap_viol_max_count",unit=""} 0
chip_impl_metric{name="clock_path_buffers",unit=""} 2
chip_impl_metric{name="yosysWarningCount",unit=""} 3
chip_impl_metric{name="worst_pin_slew",unit="ns"} 0.685
chip_impl_info{name="worstSetupStartpointType",value="register"} 1
chip_impl_metric{name="grt_util_all_layers",unit=""} 0.122
chip_impl_metric{name="rr_worst_depth",unit=""} 5
chip_impl_info{name="largest_registers",value="u_baud_gen.rx_count: 32 flops, u_baud_gen.tx_count: 32 flops"} 1
chip_impl_metric{name="synth.cell_area",unit="mm²"} 0.00484
chip_impl_metric{name="final.period_utilization",unit=""} 0.390
chip_impl_metric{name="cts_buffers",unit=""} 9
chip_impl_metric{name="leakage",unit="nW"} 1.79
chip_impl_metric{name="critPathRequiredTime",unit="ns"} 5.44
chip_impl_metric{name="fin_cells",unit=""} 746
chip_impl_metric{name="grt.overflow.total",unit=""} 0
chip_impl_metric{name="data_arrival_time_of_the_critical_path",unit="ns"} 1.29
chip_impl_metric{name="floorplan.die_area",unit="mm²"} 0.0166
chip_impl_metric{name="grt_max_degree",unit=""} 33
chip_impl_info{name="critical_path.cell_chain",value="clkdlybuf4s50_1"} 1
chip_impl_metric{name="synth_sequential_area_ratio",unit=""} 0.482
chip_impl_metric{name="initial_antenna_violation_count",unit=""} 0
chip_impl_metric{name="cts.reportedPaths.clkPinSlew",unit="ns"} 0.07
chip_impl_metric{name="post_synth_num_cell_types",unit=""} 41
chip_impl_metric{name="cellPowerDensity",unit="mW/mm²"} 243
chip_impl_metric{name="floorplan.initialDensity",unit=""} 0.306
chip_impl_info{name="slowest_stage",value="sky130_fd_sc_hd__clkdlybuf4s50_1"} 1
chip_impl_metric{name="maximum_resistive_drop_on_vdd",unit="mV"} 0.130
chip_impl_metric{name="n_antenna_cell",unit=""} 0
chip_impl_metric{name="route.antenna.remaining_nets",unit=""} 0
chip_impl_metric{name="mi_logic_area",unit="mm²"} 0.00235
chip_impl_metric{name="synth-seq-cells",unit=""} 100
chip_impl_metric{name="final-max-slew-violation-count",unit=""} 0
chip_impl_metric{name="sequential_cell_area",unit="mm²"} 0.00233
chip_impl_metric{name="boundary_pin_count",unit=""} 23
chip_impl_metric{name="htree_levels",unit=""} 3
chip_impl_metric{name="routed_via_density",unit=""} 5.11
chip_impl_metric{name="die.size.y",unit="µm"} 129
chip_impl_info{name="hold_class",value="register to register"} 1
chip_impl_metric{name="fp.dieW",unit="µm"} 129
chip_impl_metric{name="detail_route.first_pass.iterations",unit=""} 4
chip_impl_info{name="grt_setup_unrepaired",value="false"} 1
chip_impl_metric{name="first_global_vias",unit=""} 3584
chip_impl_metric{name="port_buffers",unit=""} 21
chip_impl_metric{name="post_dp_cell_area",unit="mm²"} 0.00524
chip_impl_metric{name="cp_num_buf_inv",unit=""} 1
chip_impl_metric{name="crit_path_max_fanout",unit=""} 3
chip_impl_info{name="clock_tree.root_cell",value="sky130_fd_sc_hd__clkbuf_16"} 1
chip_impl_metric{name="finalHoldViolCount",unit=""} 0
chip_impl_metric{name="finalPower",unit="mW"} 1.35
chip_impl_metric{name="layout_min_cycle_time",unit="ns"} 2.65
chip_impl_metric{name="setup-violations-final",unit=""} 0
chip_impl_info{name="min_delay_worst_endpoint",value="u_rx_inst.data_out[5]"} 1
chip_impl_info{name="cp_top_family",value="buffers and inverters"} 1
chip_impl_metric{name="fin_area",unit="mm²"} 0.00557
chip_impl_metric{name="area_growth_syn_to_layout",unit="%"} 15.0
chip_impl_info{name="run_status",value="complete, no violations"} 1
chip_impl_metric{name="timing.reg2reg.setup_slack",unit="ns"} 4.41
chip_impl_metric{name="warnings",unit=""} 34
chip_impl_info{name="crit-reg2reg-launch",value="u_baud_gen.tx_count[0]"} 1
chip_impl_metric{name="ys_cells",unit=""} 514
chip_impl_metric{name="detail_route.drc_violations",unit=""} 0
chip_impl_metric{name="timing.slew.headroom",unit=""} 0.543
chip_impl_metric{name="ys_chip_area",unit="mm²"} 0.00484
chip_impl_metric{name="routabilityCongestion",unit=""} 0.816
chip_impl_metric{name="filler_instances",unit=""} 1531
chip_impl_metric{name="dp_hpwl",unit="mm"} 6.24
chip_impl_metric{name="ctsHoldBuffers",unit=""} 0
chip_impl_metric{name="final.setup.tns",unit="ns"} 0
chip_impl_metric{name="cpPeakStageDelay",unit="ns"} 0.51
chip_impl_metric{name="achievable-frequency",unit="MHz"} 377
chip_impl_metric{name="synthesis.instances",unit=""} 514
## synthesized netlist by cell type (all sizes together), types with 2 or more instances
cell type	n	share of area
buf	7	0.010
o21ai	27	0.028
nand4	25	0.034
edfxtp	33	0.20
nor4	12	0.016
o31ai	22	0.034
nor4b	2	0.0036
or2	6	0.0078
a21oi	42	0.043
o21a	2	0.0031
and2	4	0.0052
nand3b	2	0.0031
nand3	26	0.027
and4	8	0.014
mux2	4	0.0093
nand2	38	0.029
dfxtp	67	0.28
xnor2	9	0.016
nor2	43	0.033
xor2	15	0.027
mux2i	2	0.0041
inv	18	0.014
nor2b	2	0.0026
clkbuf	16	0.013
or3	18	0.024
nor3	5	0.0052
and3	11	0.014
o211ai	2	0.0031
or4	26	0.042
ha	16	0.041
## cell families (layout without fill, tap and decap cells)
group / after synthesis / after routing / synth area share
mux: 7 / 7 / 0.0181
simple gates: 230 / 230 / 0.265
fa+ha+maj: 16 / 16 / 0.0414
buf+inv: 41 / 57 / 0.0370
compound gates: 96 / 96 / 0.113
xor+xnor: 24 / 24 / 0.0434
flops: 100 / 100 / 0.482
## stage by stage
| step | hold WS, ns | worst slack (ns) |
|---|---|---|
| floorplan | 0.420 | 4.63 |
| global placement | 0.437 | 4.09 |
| detailed placement | 0.440 | 4.10 |
| CTS | 0.455 | 4.13 |
| global route | 0.458 | 4.10 |
| finish | 0.451 | 4.15 |
## metal layers
| metal | global-route usage | vias to the layer above | wire length (µm) |
|---|---|---|---|
| li1 | - | 1944 | - |
| met4 | 0.0180 | 0 | 130 |
| met1 | 0.195 | 1799 | 4650 |
| met3 | 0.0193 | 10 | 350 |
| met2 | 0.184 | 58 | 3980 |
| met5 | 0 | - | 0 |
## layout make-up
cell class | count | share of cell area
Multi-Input combinational cell | 373 | 0.422
Sequential cell | 100 | 0.419
Tap cell | 216 | 0.0485
Clock buffer | 9 | 0.0404
Timing Repair Buffer | 23 | 0.0404
Clock inverter | 7 | 0.0180
Inverter | 18 | 0.0121
## how the worst max path moves through the flow
| stage | startpoint | endpoint | slack (ns) | cells after the start |
|---|---|---|---|---|
| finish | u_tx_inst.tx_active | tx_active | 4.15 | 1 |
| global route | u_tx_inst.tx_active | tx_active | 4.10 | 1 |
| CTS | u_tx_inst.tx_active | tx_active | 4.13 | 1 |
## power breakdown
part / switching, mW / leakage, nW / internal [mW]
logic: 0.0720 / 0.797 / 0.0616
registers: 0.0242 / 0.842 / 0.651
clock network: 0.219 / 0.155 / 0.325
total: 0.315 / 1.79 / 1.04
## cell usage in the layout, fill, tap and decap left out, drive strengths merged, types with 11 or more instances in the layout
cell type and instances:
o31ai 22, ha 16, clkdlybuf4s50 21, and3 11, nand4 25, nand2 38, nor2 43, o21ai 27
xor2 15, a21oi 42, nand3 26, dfxtp 67, or4 26, nor4 12, inv 19, or3 18
edfxtp 33
Power figures rest on the tool's default switching activity, not on a simulated workload.
